===== ./run.sh =====
#!/bin/bash
# OpenROAD 26Q1-2900-gdf79404cd8, Yosys 0.63+post, stock flow scripts
make -C /OpenROAD-flow-scripts/flow DESIGN_CONFIG=/design/flow/config.mk WORK_HOME=/design/flow/orfs finish

===== ./design.v =====
`timescale 1ns / 1ps
module serial_printer (
    input clk,
    input rst,
    output [7:0] tx_data,
    output reg new_tx_data,
    input tx_busy,
    input [7:0] rx_data,
    input new_rx_data
  );
localparam STATE_SIZE = 1;
  localparam IDLE = 0,
    PRINT_MESSAGE = 1;
  localparam MESSAGE_LEN = 14;
  reg [STATE_SIZE-1:0] state_d, state_q;
  reg [3:0] addr_d, addr_q;
  always @(*) begin
    state_d = state_q;  
    addr_d = addr_q;    
    new_tx_data = 1'b0;
    case (state_q)
      IDLE: begin
        addr_d = 4'd0;
        if (new_rx_data && rx_data == "h")
          state_d = PRINT_MESSAGE;
      end
      PRINT_MESSAGE: begin
        if (!tx_busy) begin
          new_tx_data = 1'b1;
          addr_d = addr_q + 1'b1;
          if (addr_q == MESSAGE_LEN-1)
            state_d = IDLE;
        end
      end
      default: state_d = IDLE;
    endcase
  end
  always @(posedge clk) begin
    if (rst) begin
      state_q <= IDLE;
    end else begin
      state_q <= state_d;
    end
    addr_q <= addr_d;
  end
endmodule

===== ./config.mk =====
export PLATFORM = sky130hd
export DESIGN_NAME = serial_printer
export DESIGN_NICKNAME = serial_printer
export VERILOG_FILES = /design/flow/design.v
export SDC_FILE = /design/flow/constraint.sdc
export NUM_CORES = 4
export LEC_CHECK = 1
export CORE_AREA = 10 10 70 70
export DIE_AREA = 0 0 80 80

===== ./constraint.sdc =====
current_design serial_printer

set clk_period 1.5
set clk_io_pct 0.2

create_clock -name clk0 -period $clk_period [get_ports {clk}]

set non_clock_inputs [all_inputs -no_clocks]
set_input_delay [expr $clk_period * $clk_io_pct] -clock clk0 $non_clock_inputs
set_output_delay [expr $clk_period * $clk_io_pct] -clock clk0 [all_outputs]

==> reports/writeup.txt <==
The tree is rooted in a sky130_fd_sc_hd__clkbuf_4. The area recorded from the Yosys report for this design is 345 um^2. Path type of the worst min-delay path: reg2reg. Post-synth the commonest register cell is sky130_fd_sc_hd__edfxtp_1. The total routed wirelength is 709 um, and the chip area is 6400 um^2. The synthesized netlist was found by Yosys to have 33 cells. The run gives 7.39 um for the detail-routed net length per standard cell. STA puts the critical path data arrival time at 1.14 ns. By area, the combinational part of the netlist is dominated by simple AND/OR/NAND/NOR gates. The DRC violation total left in the routed layout is recorded as 0.

21 I/O pins were placed. Ranked by total cell area, the synthesized netlist is headed by sky130_fd_sc_hd__edfxtp_1 35%, sky130_fd_sc_hd__buf_4 17%, sky130_fd_sc_hd__ha_1 7.2%, sky130_fd_sc_hd__dfxtp_1 5.8%, sky130_fd_sc_hd__nor2b_1 5.4%. Critical path start-end classification: reg2out. Detailed-route iteration 0 reported a violation count of 2. The area growth from synthesis to layout is 55.8%. Largest net degree at the start of global routing: 8. For the area of the core, the log shows 3420 um^2. Buffers inserted during clock tree synthesis total 3. After clock tree synthesis, the setup repair step added 0 buffers. The run gives 1 for the deepest level of the CTS H-tree. Pins over their slew limit in the final report were tallied at 0. Most frequent cell after synthesis: sky130_fd_sc_hd__buf_4. The fraction of the mapped netlist area in simple logic gates came out at 23.9%.

The synthesis stat section lists a flop and latch total of 5. During placement, the flow inserted port buffers numbering 12. The share of flip-flops with an asynchronous set or reset is 0%.

The mapped netlist covers 345 um^2. In this run the VDD rail shows a maximum IR drop of 164 uV. Number of enable flip-flop cells: 4. The flow ran to the end, and the final reports show no timing, DRC or antenna violations.

The antenna diode count is 0. The endpoint kind of the worst setup timing path was an output port. The reported leakage power is 0.000211 uW, and the count of different cell masters after synthesis is 18. In this design, the largest share of critical-path delay is due to buffers and inverters. The required time of the critical path was 1.20 ns; the top achievable clock speed was 0.693 GHz. With the xor and xnor area share after synthesis at 5.07%, the AND-OR/OR-AND share of the synthesized area is 3.62%. The final instance area is 538 um^2, and the power density over the cells is 627 nW/um^2.

The portion of netlist area occupied by mux cells is 0%. The via count of the first global-routing pass was 304. After detailed placement, the total cell area comes to 504 um^2.

Detailed routing inserted a total of 257 vias. Cells fill 15.8% of the core in the end. The combined buffer and inverter count along the critical path is 1, and the final setup violation count is 0. TritonCTS built the clock tree. The clock passes through at most 2 buffers. The synthesized area per cell was 10.5 um^2; the layout cell share with drive strength beyond 1 was 18.0%. Between clock sinks in the finished design, the worst skew comes to 0.00480 ns. For the number of search-and-repair iterations in the first detailed-routing pass, the log shows 2. The run gives 0.666 for the last weighted congestion value of the routability-driven placer. The sum of overflow across all layers after global routing is 0. The number of warnings in the stage logs is 26. The number of fillers in the final layout was 404.

Per the timing report, the biggest fanout along the worst path comes to 2. The die extent in y works out to 80 um. The number of nets with antenna violations after routing was 0. Setup repair after global routing left no endpoint under its margin. For this run, the slowest stage of the critical path takes 0.46 ns. The clock drives 5 sinks. After routing, the total negative slack on setup checks comes to 0 ns. Worst-path cell with the longest stage delay: sky130_fd_sc_hd__clkdlybuf4s50_1. In this run, the synthesized area fraction spent on adder and majority cells is recorded as 7.25%. The first global-routing pass estimated 1240 um of wire.

Ranked by instance count, the synthesized netlist is headed by 8 x sky130_fd_sc_hd__buf_4, 4 x sky130_fd_sc_hd__edfxtp_1, 3 x sky130_fd_sc_hd__nor2b_1. In the final report, the number of hold violations comes to 0. The floorplan has 21 rows. The number of maximum-capacitance violations recorded for the run is 0. For the worst-skew pair, the clock arrives at the later sink with an insertion delay of 0.24 ns. Average vias per placed instance: 2.68.

The tools report the total routing resource utilization after global routing as 2.31%. Traced cell by cell, the critical path runs through nor2b_4 -> clkdlybuf4s50_1. The x dimension of the die works out to 80 um.

The final timing report derives a shortest allowable period of 1.44 ns. Detailed-placement wirelength estimate: 637 um. The sort of element at the start of the critical path is a flip-flop. The cell type with the largest total area is sky130_fd_sc_hd__edfxtp_1. The cell count after synthesis came out at 33.

With the number of antenna violations at the first check in global routing at 0, the share of the core filled by cells before placement is 10.1%. The clock-pin slew on the worst setup and hold paths is 0.04 ns, and the sequential element share of the synthesized area is 40.6%. Dividing the final minimum period by the clock period gives 96.2%.

In this run the biggest area consumer among cell types represents 34.8% of the synthesized area. The run gives 9 for the tally of yosys warning messages.
[worst reg2reg max path, delay by kind of cell, from the launching register on]
family,cells,cell delay (ns)
DFF,1,0.42
adders and majority gates,1,0.23
and+or+nand+nor,1,0.15
xor gates and xnor gates,1,0.13
[routing by layer]
metal  GRT usage [%]  part of all wire, %
met5               0                    0
met4           0.704                 0.71
met3            1.82                   14
met2            2.89                   42
met1            2.90                   44
[state kept, by name, summed over array words and instances (netlist names)]
name     flops
addr_q       4
state_q      1
[timing repair]
action | CTS | global route
hold buffers | 0 | 0
hold endpoints to repair | 0 | 0
endpoints found under the setup margin | 1 | 1
resized | 1 | 2
[where the power goes]
group / switching (uW) / internal (uW)
Combinational: 8.94 / 27.9
Clock: 51.6 / 100
Sequential: 0.209 / 149
[worst paths after layout]
| kind | start | end | slack [ns] | cells past startpoint |
|---|---|---|---|---|
| worst max-delay path | state_q$_SDFF_PP0_ | new_tx_data | 0.06 | 2 |
| worst min-delay path | state_q$_SDFF_PP0_ | state_q$_SDFF_PP0_ | 0.57 | 2 |
| worst max register to register | addr_q[0]$_SDFFCE_PN0P_ | addr_q[2]$_SDFFCE_PN0P_ | 0.33 | 3 |
| worst min register to register | state_q$_SDFF_PP0_ | state_q$_SDFF_PP0_ | 0.57 | 2 |
[cell usage in the layout (no fill, tap or decap), types with 2 or more instances in the layout]
master                            Yosys  final
sky130_fd_sc_hd__and2_1               2      2
sky130_fd_sc_hd__buf_4                8      2
sky130_fd_sc_hd__clkbuf_4             0      3
sky130_fd_sc_hd__clkdlybuf4s50_1      0     11
sky130_fd_sc_hd__conb_1               1      8
sky130_fd_sc_hd__edfxtp_1             4      4
sky130_fd_sc_hd__ha_1                 2      2
sky130_fd_sc_hd__nand2_1              2      2
sky130_fd_sc_hd__nor2b_1              3      2
[cells by family (layout without fill, tap and decap cells)]
family / Yosys count / after routing
XOR/XNOR: 2 / 2
AND/OR/NAND/NOR: 13 / 13
flip-flops: 5 / 5
other: 1 / 8
AND-OR/OR-AND: 1 / 1
buffers and inverters: 9 / 19
adder cells (fa/ha/maj): 2 / 2
[layout make-up]
type	instances	area [um^2]	share of cell area (%)
inverters	1	3.75	0.698
clock buffers	4	26.3	4.88
multi-input cells	26	175	32.6
repair buffers	14	134	24.9
well taps	46	57.6	10.7
flip-flops and latches	5	141	26.3
[through the flow]
| stage | total power, uW | hold slack (ns) | worst slack (ns) | cells |
|---|---|---|---|---|
| 2_1_floorplan | 169 | 0.451 | 0.351 | 40 |
| 3_3_place_gp | 190 | 0.589 | -0.104 | 92 |
| 3_5_place_dp | 189 | 0.589 | -0.115 | 92 |
| 4_1_cts | 345 | 0.599 | 0.0113 | 96 |
| 5_1_grt | 356 | 0.592 | 0.0140 | 96 |
| 6_report | 338 | 0.566 | 0.0568 | 96 |
Power is estimated from default activity; no workload was simulated.
